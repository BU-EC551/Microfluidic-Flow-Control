[flow/config.mk]
export PLATFORM = sky130hd
export DESIGN_NAME = Top_mod
export DESIGN_NICKNAME = Top_mod
export VERILOG_FILES = /design/flow/design.v
export SDC_FILE = /design/flow/constraint.sdc
export NUM_CORES = 4
export LEC_CHECK = 1
export CORE_UTILIZATION = 30
export SYNTH_MEMORY_MAX_BITS = 65536
[flow/constraint.sdc]
current_design Top_mod

set clk_period 2.7
set clk_io_pct 0.2

create_clock -name clk0 -period $clk_period [get_ports {clk}]

set non_clock_inputs [all_inputs -no_clocks]
set_input_delay [expr $clk_period * $clk_io_pct] -clock clk0 $non_clock_inputs
set_output_delay [expr $clk_period * $clk_io_pct] -clock clk0 [all_outputs]
[flow/design.v]
`timescale 1ns / 1ps
module counter(manual_delay, debug_flag, delay, delay_unit, count_done, clk, rst,start, clk_50Hz);
input [9:0] manual_delay;
input [9:0] delay;
input [2:0] delay_unit;
input clk_50Hz;
input clk, rst, start;
input debug_flag;
output reg count_done;
reg [9:0] day_count;
reg [4:0] hour_count;
reg [5:0] min_count;
reg [5:0] sec_count;
reg [9:0] msec_count;
reg [9:0] debug_count;
reg sec_flag, min_flag, hour_flag, day_flag, rst_flag, count_flag;
wire clk_1k;
frequency_gen f1(.clk_100m(clk), .rst(rst), .clk_1k(clk_1k));
initial 
begin
day_count <= 0;
hour_count <= 0;
min_count <= 0;
sec_count <= 0;
msec_count <= 0;
sec_flag <= 0;
min_flag <= 0;
hour_flag <= 0;
day_flag <= 0;
rst_flag <= 0;
count_flag <= 0;
debug_count <= 0;
count_done <= 0;
end
always@(posedge clk_50Hz)  
begin
if (rst || rst_flag) begin  
    day_count <= 0;
    hour_count <= 0;
    min_count <= 0;
    sec_count <= 0;
    msec_count <= 0;
    sec_flag <= 0;
    min_flag <= 0;
    hour_flag <= 0;
    day_flag <= 0;
    count_flag <= 0;
    debug_count <= 0;
    count_done <= 0;
end
else 
    begin
    if (msec_count < 10'b00001_10010) begin  
        msec_count <= msec_count + 1;   
        sec_flag <= 0;
        end
    else
    begin
        sec_flag <= 1;   
    end
   if(sec_flag == 1) begin
        if ((sec_count < 6'b111_100)&&(sec_flag == 1)) begin  
             sec_count <= sec_count + 1;
             msec_count <= 0;
             min_flag <= 0;
             sec_flag<=0;
         end
        else
        begin
            min_flag <= 1;
        end
     end
     if(min_flag == 1) begin
             if ((min_count < 6'b111_100)&&(min_flag == 1)) begin  
                 min_count <= min_count + 1;
                 sec_count <= 0;
                 hour_flag <= 0;
                 min_flag <= 0;
                 msec_count <= 0; 
             end
             else
             begin
                 hour_flag <= 1;
             end
      end
      if(hour_flag == 1) begin
              if ((hour_count < 5'b11000)&&(hour_flag == 1)) begin  
                  hour_count <= hour_count + 1;
                  min_count <= 0;
                  day_flag <= 0;
                  hour_flag <= 0;
                  msec_count <= 0; 
                  sec_count <= 0; 
              end
              else
              begin
                  day_flag <= 1;
              end
      end
      if(day_flag == 1) begin
              if ((day_count < 10'b11111_01000)&&(day_flag == 1)) begin  
                  day_count <= day_count + 1;
                  hour_count <= 0;
                  day_flag <= 0;
              end
              else
              begin
                  day_count <= 0;
              end
       end
end 
end 
always@(posedge clk_50Hz)
begin
    case(delay_unit)
    3'b001:  
    begin
    if(msec_count == delay) begin
        rst_flag <= 1;
        count_flag <= 1;     
    end
    end
    3'b010:  
    begin
    if(sec_count == delay) begin
        rst_flag <= 1;
        count_flag <= 1;    
    end
    end
    3'b011:  
    begin
    if(min_count == delay) begin
        rst_flag <= 1;
        count_flag <= 1;   
    end
    end
    3'b100:  
    begin
    if(hour_count == delay) begin   
        rst_flag <= 1;
        count_flag <= 1;  
    end
    end
    3'b101:  
    begin
    if(day_count == delay) begin
        rst_flag <= 1;
        count_flag <= 1;  
    end
    end
    default: begin
    msec_count <= 0;
    sec_count <= 0;
    min_count <= 0;
    hour_count <= 0;
    day_count <= 0;
    end
    endcase
if ((debug_flag == 0) && (count_flag == 1))  
    count_done <= 1;
else if ((debug_flag == 1) && (count_flag == 1))  
    begin
    debug_count <= 0;
    if(debug_count < manual_delay) begin
        debug_count <= debug_count + 1;
        count_flag <=1;
        end
    else
        begin
        debug_count <= 0;
        count_done <= 1;
        end 
    end
end  
endmodule
`timescale 1ns / 1ps
module Servo_interface (
    input set_bit,
    input delay_start,
    input count_done,
    input clk,
    output PWM
    );
    reg [15:0] sw;
    reg clr;
    wire [19:0] A_net;
    wire [19:0] value_net;
    wire [8:0] angle_net;
    always@(set_bit,delay_start,count_done)begin
    if(set_bit==0)
    begin
        sw<=1;
        clr<=0;
    end
    else if (set_bit ==1)
    begin
        sw<=128;
        clr<=0;
    end
    else if (delay_start==1 )
    begin
        clr<=1;
    end
    else if ( count_done==1)
    begin
        clr<=0;
    end
    end
    sw_to_angle converter(
        .sw(sw),
        .angle(angle_net)
        );
    angle_decoder decode(
        .angle(angle_net),
        .value(value_net)
        );
    comparator compare(
        .A(A_net),
        .B(value_net),
        .PWM(PWM)
        );
   pwmcounter count(
        .clr(clr),
        .clk(clk),
        .count(A_net)
        );
endmodule
`timescale 1ns / 1ps
module angle_decoder(
    input [8:0] angle,
    output reg [19:0] value
    );
    always @ (angle)
    begin
        value = (10'd944)*(angle)+ 16'd60000;
    end
endmodule
`timescale 1ns / 1ps
module comparator (
	input [19:0] A,
	input [19:0] B,
	output reg PWM
);
	always @ (A,B)
	begin
	if (A < B)
		begin
		PWM <= 1'b1;
		end
	else 
		begin
		PWM <= 1'b0;
		end
	end
endmodule
`timescale 1ns / 1ps
module pwmcounter (
	input clr,
	input clk,
	output reg [19:0]count
);
    initial
    begin
    count<=0;
    end
	always @ (posedge clk)
	begin
		if (clr == 1'b1 || count == 23'd1000000)  
			begin
			count <= 20'b0;
			end
		else
			begin
			count <= count + 1'b1;
			end
	end
endmodule
`timescale 1ns / 1ps
module sw_to_angle(
    input [15:0] sw,
    output reg [8:0] angle
    );
    always @ (sw)
    begin
        case (sw)
        1:
        angle = 9'd0;
        2:
        angle = 9'd24;
        4:
        angle = 9'd48;
        8:
        angle = 9'd72;
        16:
        angle = 9'd96;
        32:
        angle = 9'd120;
        64:
        angle = 9'd144;
        128:
        angle = 9'd168;
        256:
        angle = 9'd192;
        512:
        angle = 9'd216;
        1024:
        angle = 9'd240;
        2048:
        angle = 9'd264;
        4096:
        angle = 9'd288;
        8192:
        angle = 9'd312;
        16384:
        angle = 9'd336;
        32768:
        angle = 9'd360;
        default:
        angle = 9'd0;
        endcase                 
    end
endmodule
`timescale 1ns / 1ps
module Inst(Address, ReadData1);
input [7:0] Address;    
output reg [20:0] ReadData1;   
reg [20:0] memory_file [0:255];	 
always @(Address, memory_file[Address])
begin
	ReadData1 = memory_file[Address];
end
integer i;
initial
	begin
	    i = 1;
		memory_file[i] = 21'b001_0001_0000_0000_00000_1;  
		i=i+1;
		memory_file[i] = 21'b010_0001_00000_00010_001_0;  
		i=i+1;
		memory_file[i] = 21'b001_0001_0000_0000_00000_0;  
		i=i+1;
		memory_file[i] = 21'b000_0000_0000_0000_00000_0;  
    end
endmodule
`timescale 1ns / 1ps
module decode_mod(Ins, valve, set_bit, debug, delay, delay_start, time_unit, pchalt);
input [20:0] Ins;
output reg [3:0] valve;
output reg set_bit;
output reg [9:0] delay;
output reg delay_start;
output reg [2:0] time_unit;
output reg pchalt;
output reg debug;
initial begin
valve <= 0;
set_bit <= 0;
delay <= 0;
delay_start<=0;
pchalt<=0;
end
always@(Ins)
begin
case (Ins[20:18])
3'b000: begin   
     valve <= Ins[17:14];  
     set_bit <= Ins[0];  
     delay <= 0;  
     delay_start<=0;  
     pchalt <= 1;  
     end
3'b001: begin   
     valve <= Ins[17:14];  
     set_bit <= Ins[0];  
     delay <= 0;  
     delay_start <= 0;  
     end
3'b010: begin  
     delay <= Ins[13:4];  
     time_unit <= Ins[3:1];  
     delay_start <= 1;  
     valve <= Ins[17:14];  
     debug <= Ins[0];  
     end
default:  begin
     delay <= 0;
     time_unit <= 0;
     delay_start <= 0;
     set_bit <= 0;
     valve <= 0;
end 
endcase
end
endmodule
`timescale 1ns / 1ps
module dividerforpc(clk_100m,  rst , clk_50Hz);
    input clk_100m;  
    input rst;  
    output reg clk_50Hz= 0;  
    reg [19:0] count_reg = 0;  
    always @(posedge clk_100m or posedge rst) begin
        if (rst) begin
            count_reg <= 0;
            clk_50Hz <= 0;
        end else begin
            if (count_reg < 999999) begin
                count_reg <= count_reg + 1;
            end 
            else begin
                count_reg <= 0;
                clk_50Hz <= ~clk_50Hz;
            end
        end
    end
endmodule
`timescale 1ns / 1ps
module frequency_gen( clk_100m,  rst , clk_1k
    );
    input clk_100m;
    input rst;
    reg [15:0] count_reg = 0;
    output reg clk_1k= 0;
    always @(posedge clk_100m or posedge rst) begin
        if (rst) begin
            count_reg <= 0;
            clk_1k <= 0;
        end else begin
            if (count_reg < 49999) begin
                count_reg <= count_reg + 1;
            end else begin
                count_reg <= 0;
                clk_1k <= ~clk_1k;
            end
        end
    end 
endmodule
`timescale 1ns / 1ps
module pc(
input rst,
input clk,
input pchalt,
input delay,
input count_done, 
output reg [7:0] pcout
    );
initial
begin
pcout <= 8'b0000_0000;   
end
always@(posedge clk)
begin
   if(rst || pchalt)   
      pcout <= 0;
   else begin
      if (delay==1&& count_done==0) begin  
         pcout <= pcout;
      end
      else if(delay==1&& count_done==1) begin  
         pcout <= pcout + 1;
      end
      else
         pcout <= pcout + 1;
    end  
  end   
endmodule
`timescale 1ns / 1ps
module Top_mod (clk, rst,PWM);
input clk;    
input rst;   
output PWM;
wire [7:0] pcout;    
wire [20:0] Instruction;   
wire [3:0] valve;   
wire set_bit;    
wire [9:0] delay;    
wire [2:0] time_unit;  
wire count_done;    
wire delay_start;   
wire pchalt;     
wire pcclock;    
wire debug;    
dividerforpc div(.clk_100m(clk),  .rst(rst) , .clk_50Hz(pcclock));   
pc pc1(.rst(rst), .clk(pcclock),.pchalt(pchalt), .delay(delay_start), .count_done(count_done), .pcout(pcout));   
Inst inst1(.Address(pcout), .ReadData1(Instruction));   
decode_mod dec1(.Ins(Instruction),.debug(debug), .valve(valve), .set_bit(set_bit), .delay(delay),.pchalt(pchalt), .delay_start(delay_start) , .time_unit(time_unit));   
counter cnt1(.manual_delay(0), .debug_flag(debug), .delay(delay), .delay_unit(time_unit), .count_done(count_done), .clk(clk), .rst(rst), .start(delay_start), .clk_50Hz(pcclock));  
Servo_interface si(.set_bit(set_bit), .delay_start(delay_start), .count_done(count_done), .clk(clk), .PWM(PWM));  
endmodule
[flow/run.sh]
#!/bin/bash
# OpenROAD 26Q1-2900-gdf79404cd8, Yosys 0.63+post, stock flow scripts
make -C /OpenROAD-flow-scripts/flow DESIGN_CONFIG=/design/flow/config.mk WORK_HOME=/design/flow/orfs finish
==> impl.org <==
#+TITLE: Implementation results

** Die
- The total area inside the core boundary comes to between 7000 and 8000 um^2.
- During I/O placement, the number of pins put on the boundary was 3.
- The horizontal die dimension reported for this design is between 80 and 90 um.
- According to the floorplan report, the die height is about 90 um.
- The floorplan step records an initial core utilization of 31.52%.
- In this run the full chip footprint comes out at 8058 um^2.
- In this run the core area contains 31 standard-cell rows.

** Global routing
- Via count of the first global-routing pass :: 1489
- For met1 alone, demand over resource in global routing was between 10% and 20%.
- M3 GR Usage :: under 10%
- Total global-route track usage :: 10.01%
- Routing resource usage on met2 recorded by global route was 14.94%.
- Global routing finished with a remaining overflow of 0.
- Entering global routing, the biggest net connects 22 pins.
- met1 is the most crowded layer.
- The first global-routing pass estimated between 6 and 7 mm of wire.
- The initial antenna violation count is 0.

** Clocking
- Number of buffers inserted by hold repair at cts :: 0
- TritonCTS clock tree :: built
- Register clock-pin slew on the reported worst setup and hold paths :: roughly 80 ps
- Root buf cell :: sky130_fd_sc_hd__clkbuf_8
- Maximum level of the CTS H-tree :: 2
- The skew report gives the latency at the later pin of the worst-skew pair as between 200 and 300 ps.
- Cts bufs inserted :: 5
- Max clock buf depth :: 2

** Logic synthesis
- Flop and latch count out of synthesis :: roughly 46
- Of the total synthesized cell area, the portion taken by full adders, half adders and majority gates is under 10%.
- Per the synth stats, the proportion of register bits with asynchronous set or reset is a little under half.
- Post-Synthesis Mean Instance Area :: 9.549 um^2
- Ys flop type :: sky130_fd_sc_hd__dfxtp_1
- The mapped netlist covers around 2300 um^2.
- For this run, the number of Yosys warnings is a little over 60.
- Flip-flops with a built-in enable :: 0
- Summing all multiplexer cells gives an area fraction of 0%.
- Cells in synth_stat.txt :: roughly 240
- Post-synthesis compound-gate area fraction :: between 7 and 8%
- Synthesis produced between 200 and 250 cells.
- For reference, XOR and XNOR gates occupy ~12% of the area reported after synthesis.
- The synthesized netlist contains between 40 and 50 unique library cells.
- Area fraction in and, or, nand and nor cells :: between 20% and 30%
- Yosys shows that the main logic family after synthesis is simple AND/OR/NAND/NOR gates.
- For this run, the chip area from Yosys synthesis comes to 2311 um^2.

** Critical path
- Combined buffer and inverter count along the critical path :: 1
- Ordered list of cells on the worst path :: ha_1 -> a31o_2 -> a21oi_2 -> o21ai_1 -> o2111ai_1 -> and3_1 -> clkdlybuf4s50_1
- Setup crit end kind :: output port
- The critical path's slowest stage uses the library cell sky130_fd_sc_hd__clkdlybuf4s50_1.
- Biggest cell delay along the critical path :: 450 ps
- The critical path is of the reg2out type.
- WP data required :: around 2200 ps
- Delay-heaviest family, CP :: AND-OR/OR-AND gates
- Category of the worst setup path launch point :: flip-flop
- Per the timing report, the biggest fanout along the worst path comes to 2.
- Worst EP arrival :: slightly above 2000 ps

** Flow run
- Number of logged tool warnings :: 28
- Across the run, the number of max-cap violations was 0.

** Final timing
- Per the final report, max-transition violations number 0.
- Setup repair after global routing missed its margin :: no
- In the final report, the number of hold violations comes to 0.
- Counting I/O delays and the setup requirement, the final critical path takes 2613 ps.
- Setup TNS Final :: 0 ps
- Clock skew after layout :: 9.344 ps
- Looking at the max-slew report, the worst-margin pin has a slew of between 700 and 800 ps.
- Maximum frequency from static timing analysis :: approximately 380 MHz
- Endpoints left unconstrained :: 4
- Max-slew headroom at the worst pin :: between 40% and 50%
- The last timing report of the flow puts the setup violation total at 0.
- Post-route period utilization is reported as a little over nine tenths.
- The timer found 5 register pins that no clock reaches; their paths are not timed.

** Min path
- Worst Hold Class :: reg2reg

** Placed design
- According to the dpl log, the detail-placed design has an HPWL of roughly 2.6 mm.
- Placer Congestion :: approximately 0.83
- Count of buffers from port buffering :: 2

** Route
- Number of detailed-route iterations in the first pass :: 4
- In the final routed layout, each cell accounts on average for approximately 11 um.
- Detailed Route Iter0 Violations :: ~40
- For this block, the routed nets add up to roughly 3.7 mm of wire.
- Dividing the detail-routed via count by the number of cells gives 4.715.
- Antenna diode count :: 0
- Via count :: 1655
- Post-detailed-route count of antenna-violating nets :: 0
- In the routed design, unresolved DRC markers number 0.

** Pwr
- Worst IR Drop VDD :: ~0.00027 V
- Cell Pwr Density :: 419.7 nW/um^2
- Leakage power figure :: around 1.1 nW

** Final layout
- Between the synthesized netlist and the finished layout, the area growth was recorded as 13.10%.
- Core utilization of the finished layout :: a little over a third
- Share of cells above drive strength 1 :: about 8.3%
- Number of fill cells in the layout :: between 700 and 800

** Status
- The run finished with clean final reports.
synth_stat cells, types with 2 or more instances:
master / n / area [um^2]
sky130_fd_sc_hd__ha_1: 16 / 200.2
sky130_fd_sc_hd__and4b_1: 2 / 20.02
sky130_fd_sc_hd__a2111oi_0: 2 / 17.52
sky130_fd_sc_hd__xor2_1: 14 / 122.6
sky130_fd_sc_hd__and3_1: 7 / 43.79
sky130_fd_sc_hd__inv_1: 10 / 37.54
sky130_fd_sc_hd__dfxtp_1: 23 / 460.4
sky130_fd_sc_hd__o21ai_0: 6 / 30.03
sky130_fd_sc_hd__nand2b_1: 2 / 12.51
sky130_fd_sc_hd__and2_1: 4 / 25.02
sky130_fd_sc_hd__a21oi_1: 4 / 20.02
sky130_fd_sc_hd__nand3_1: 16 / 80.08
sky130_fd_sc_hd__nand4_1: 9 / 56.30
sky130_fd_sc_hd__nor4_1: 3 / 18.77
sky130_fd_sc_hd__and4_1: 4 / 35.03
sky130_fd_sc_hd__nor3_1: 10 / 50.05
sky130_fd_sc_hd__nor2_1: 31 / 116.4
sky130_fd_sc_hd__nand2_1: 17 / 63.81
sky130_fd_sc_hd__dfrtp_1: 21 / 525.5
sky130_fd_sc_hd__xnor2_1: 18 / 157.7
logic make-up (layout without fill, tap and decap cells):
logic type | count (synthesis) | after routing
buffers and inverters | 12 | 22
other | 1 | 1
AOI/OAI and AO/OA | 24 | 24
latches | 2 | 2
xor gates and xnor gates | 32 | 32
adders and majority gates | 16 | 16
DFF | 44 | 44
and+or+nand+nor | 111 | 111
layer usage:
metal | wire length (um) | vias to the layer above
li1 | - | 869
met1 | 2015 | 772
met2 | 1589 | 10
met3 | 92 | 4
met4 | 36 | 0
met5 | 0 | -
worst paths after layout:
kind	depth (start not counted)	startpoint	to	slack [ps]
max	7	si.count.count[7]	PWM	90
min	1	si.count.count[0]	si.count.count[0]	480
max reg2reg	6	si.count.count[0]	si.count.count[18]	750
min reg2reg	1	si.count.count[0]	si.count.count[0]	480
max in group asynchronous	2	rst	div.count_reg[14]	1450
min in group asynchronous	2	rst	div.count_reg[19]	770
metrics by stage:
stage | hold WS, ps | instance area, um^2 | total power [mW] | setup slack [ps] | cells
2_1_floorplan | 440.9 | 2311 | 0.6287 | 843.1 | 242
3_3_place_gp | 461.9 | 2450 | 0.6326 | 272.2 | 342
3_5_place_dp | 467.0 | 2450 | 0.6329 | 232.0 | 342
4_1_cts | 487.4 | 2565 | 1.120 | 12.15 | 350
5_1_grt | 520.0 | 2614 | 1.143 | 4.632 | 351
6_report | 477.4 | 2614 | 1.097 | 86.73 | 351
power by group:
part           internal [mW]  switching [mW]  total (mW)
Combinational        0.00166         0.00665     0.00831
Sequential             0.608        0.000622       0.608
Clock                  0.264           0.216       0.480
Total                  0.874           0.223        1.10
cells in the final DEF, fill, tap and decap left out, drive strengths merged, types with 3 or more instances in the layout:
cell / count
nor4: 3
inv: 11
nor2: 31
dfxtp: 23
dfrtp: 21
ha: 16
and2: 4
and3: 7
and4: 4
nand3: 16
clkbuf: 7
nand4: 10
nand2: 17
a21oi: 5
nor3: 11
xnor2: 18
xor2: 14
o21ai: 6
area by class of cell:
class                      instances  area, um^2  share of cell area [%]
clock buffer                       7       107.6                   4.117
clock inverter                     1       6.256                  0.2393
inverter                          10       37.54                   1.436
multi-input combinational        184        1280                   48.97
sequential                        46        1023                   39.16
tap                               99       123.9                   4.739
timing repair buffer               4       35.03                   1.340
timing repair:
| item | 4_1_cts | 5_1_grt |
|---|---|---|
| setup buffers | 0 | 1 |
| endpoints found under the setup margin | 1 | 1 |
| gates resized | 2 | 8 |
| hold endpoints to repair | 0 | 0 |
| pin swaps | 0 | 0 |
Power is estimated from default activity; no workload was simulated.
